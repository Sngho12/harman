[flow/run.sh]
#!/bin/bash
# OpenROAD 26Q1-2900-gdf79404cd8, Yosys 0.63+post, stock flow scripts
make -C /OpenROAD-flow-scripts/flow DESIGN_CONFIG=/design/flow/config.mk WORK_HOME=/design/flow/orfs finish
[flow/config.mk]
export PLATFORM = sky130hd
export DESIGN_NAME = line_buffer
export DESIGN_NICKNAME = line_buffer
export VERILOG_FILES = /design/flow/design.v
export SDC_FILE = /design/flow/constraint.sdc
export NUM_CORES = 4
export LEC_CHECK = 1
export CORE_UTILIZATION = 30
export SYNTH_MEMORY_MAX_BITS = 65536
[flow/constraint.sdc]
current_design line_buffer

set clk_period 5187.2
set clk_io_pct 0.2

create_clock -name clk0 -period $clk_period [get_ports {clk}]

set non_clock_inputs [all_inputs -no_clocks]
set_input_delay [expr $clk_period * $clk_io_pct] -clock clk0 $non_clock_inputs
set_output_delay [expr $clk_period * $clk_io_pct] -clock clk0 [all_outputs]
[flow/design.v]
`timescale 1ns / 1ps
module Sobel_Filter (   
    input  logic [11:0] data00,
    input  logic [11:0] data01,
    input  logic [11:0] data02,
    input  logic [11:0] data10,
    input  logic [11:0] data11,
    input  logic [11:0] data12,
    input  logic [11:0] data20,
    input  logic [11:0] data21,
    input  logic [11:0] data22,
    output logic        sdata
);
    localparam threshold = 600;
    wire signed [15:0] xdata, ydata;
    logic [15:0] absx, absy;
    assign xdata = data02 + (data12 << 1) + data22 - data00 - (data10 << 1) - data20;
    assign ydata = data00 + (data01 << 1) + data02 - data20 - (data21 << 1) - data22;
    assign absx = xdata[15] ? (~xdata + 1) : xdata;
    assign absy = ydata[15] ? (~ydata + 1) : ydata;
    assign sdata = (absx + absy > threshold) ? 1 : 0;
endmodule
module line_buffer (
    input logic clk,
    input logic [16:0] addr,
    input logic [11:0] data,
    output logic [11:0] data_00,
    output logic [11:0] data_01,
    output logic [11:0] data_02,
    output logic [11:0] data_10,
    output logic [11:0] data_11,
    output logic [11:0] data_12,
    output logic [11:0] data_20,
    output logic [11:0] data_21,
    output logic [11:0] data_22
);
    logic [7:0] row;   
    logic [8:0] col;   
    assign row = addr / 320;
    assign col = addr % 320;
    reg [11:0] fmem0[319:0];
    reg [11:0] fmem1[319:0];
    reg [11:0] fmem2[319:0];
    always_ff @(posedge clk) begin
        fmem2[col] <= fmem1[col];
        fmem1[col] <= fmem0[col];
        fmem0[col] <= data;
    end
    always_ff @(posedge clk) begin
        data_00 <= (row == 0 || col == 0) ? 0 : fmem2[col-1];
        data_01 <= (row == 0) ? 0 : fmem2[col];
        data_02 <= (row == 0 || col == 319) ? 0 : fmem2[col+1];
        data_10 <= (col == 0) ? 0 : fmem1[col-1];
        data_11 <= fmem1[col];
        data_12 <= (col == 319) ? 0 : fmem1[col+1];
        data_20 <= (col == 0 || row == 239) ? 0 : fmem0[col-1];
        data_21 <= (row == 239) ? 0 : fmem0[col];
        data_22 <= (col == 319 || row == 239) ? 0 : fmem0[col+1];
    end
endmodule
module line_buffer_640 (
    input logic pclk,
    input logic [9:0] x_pixel,
    input logic [9:0] y_pixel,
    input logic [11:0] data,
    output logic [11:0] data_00,
    output logic [11:0] data_01,
    output logic [11:0] data_02,
    output logic [11:0] data_10,
    output logic [11:0] data_11,
    output logic [11:0] data_12,
    output logic [11:0] data_20,
    output logic [11:0] data_21,
    output logic [11:0] data_22
);
    reg [11:0] fmem0[639:0];
    reg [11:0] fmem1[639:0];
    reg [11:0] fmem2[639:0];
    reg [11:0] temp;
    always_ff @(posedge pclk) begin
        if (x_pixel < 640 && y_pixel < 480) begin
            temp <= fmem2[x_pixel];
            fmem2[x_pixel] <= fmem1[x_pixel];
            fmem1[x_pixel] <= fmem0[x_pixel];
            fmem0[x_pixel] <= data;
        end
    end
    always_ff @(posedge pclk) begin
        data_00 <= (y_pixel == 0 || x_pixel == 0) ? 0 : temp;
        data_01 <= (y_pixel == 0) ? 0 : fmem2[x_pixel];
        data_02 <= (y_pixel == 0 || x_pixel == 639) ? 0 : fmem2[x_pixel+1];
        data_10 <= (x_pixel == 0) ? 0 : fmem2[x_pixel-1];
        data_11 <= fmem1[x_pixel];
        data_12 <= (x_pixel == 639) ? 0 : fmem1[x_pixel+1];
        data_20 <= (x_pixel == 0 || y_pixel == 479) ? 0 : fmem1[x_pixel-1];
        data_21 <= (y_pixel == 479) ? 0 : fmem0[x_pixel];
        data_22 <= (x_pixel == 639 || y_pixel == 479) ? 0 : fmem0[x_pixel+1];
    end
endmodule
module median_filter_bead (
    input  logic [11:0] data00,
    input  logic [11:0] data01,
    input  logic [11:0] data02,
    input  logic [11:0] data10,
    input  logic [11:0] data11,
    input  logic [11:0] data12,
    input  logic [11:0] data20,
    input  logic [11:0] data21,
    input  logic [11:0] data22,
    output logic [11:0] sdata
);
    reg [8:0] beads[11:0];
    integer i, j;
    reg [3:0] count;
    always_comb begin
        beads[0] = {
            data22[0],
            data21[0],
            data20[0],
            data12[0],
            data11[0],
            data10[0],
            data02[0],
            data01[0],
            data00[0]
        };
        beads[1] = {
            data22[1],
            data21[1],
            data20[1],
            data12[1],
            data11[1],
            data10[1],
            data02[1],
            data01[1],
            data00[1]
        };
        beads[2] = {
            data22[2],
            data21[2],
            data20[2],
            data12[2],
            data11[2],
            data10[2],
            data02[2],
            data01[2],
            data00[2]
        };
        beads[3] = {
            data22[3],
            data21[3],
            data20[3],
            data12[3],
            data11[3],
            data10[3],
            data02[3],
            data01[3],
            data00[3]
        };
        beads[4] = {
            data22[4],
            data21[4],
            data20[4],
            data12[4],
            data11[4],
            data10[4],
            data02[4],
            data01[4],
            data00[4]
        };
        beads[5] = {
            data22[5],
            data21[5],
            data20[5],
            data12[5],
            data11[5],
            data10[5],
            data02[5],
            data01[5],
            data00[5]
        };
        beads[6] = {
            data22[6],
            data21[6],
            data20[6],
            data12[6],
            data11[6],
            data10[6],
            data02[6],
            data01[6],
            data00[6]
        };
        beads[7] = {
            data22[7],
            data21[7],
            data20[7],
            data12[7],
            data11[7],
            data10[7],
            data02[7],
            data01[7],
            data00[7]
        };
        beads[8] = {
            data22[8],
            data21[8],
            data20[8],
            data12[8],
            data11[8],
            data10[8],
            data02[8],
            data01[8],
            data00[8]
        };
        beads[9] = {
            data22[9],
            data21[9],
            data20[9],
            data12[9],
            data11[9],
            data10[9],
            data02[9],
            data01[9],
            data00[9]
        };
        beads[10] = {
            data22[10],
            data21[10],
            data20[10],
            data12[10],
            data11[10],
            data10[10],
            data02[10],
            data01[10],
            data00[10]
        };
        beads[11] = {
            data22[11],
            data21[11],
            data20[11],
            data12[11],
            data11[11],
            data10[11],
            data02[11],
            data01[11],
            data00[11]
        };
        for (i = 0; i < 12; i = i + 1) begin
            count = 0;
            for (j = 0; j < 9; j = j + 1) begin
                count = count + beads[i][j];
            end
            for (j = 0; j < 9; j = j + 1) begin
                if (j < count) beads[i][j] = 1'b1;
                else beads[i][j] = 1'b0;
            end
        end
        for (i = 0; i < 12; i = i + 1) begin
            sdata[i] = beads[i][4];
        end
    end
endmodule
==> results_dict.tcl <==
# implementation run metrics
set metrics [dict create \
    top_logic_family "multiplexers" \
    drv_slew 18 \
    track_usage 0.265 \
    post_drt_via_cell_ratio 6.26 \
    cts_post_setup_buffers_inserted 0 \
    antenna_found_initial 334 \
    synthDominantAreaCellType "edfxtp_1" \
    ys_sh_xor 0.000253 \
    critical_path.cell_chain "buf_16, buf_4, buf_4, buf_4, buf_4, buf_4, buf_4, buf_4, buf_12, buf_4, buf_4, buf_4, buf_4, mux4_2, mux4_2, mux4_2, nand2_1, nand4_1, buf_4, buf_4" \
    tritoncts "yes" \
    synthesis.area_per_instance_sq_um 22.0 \
    finalWorstPathRequiredPeriod_ns 1048.30 \
    log.warning_count 92 \
    die_width_um 1440 \
    area_delta_synth_final_pct 14.8 \
    drive_gt1_frac 0.521 \
    coreArea_sq_mm 2.07 \
    postSynthRegisterBits 11628 \
    ctsResizeCount 0 \
    max_freq_ghz 0.000954 \
    layout_top_cells "edfxtp_1 (11520), mux4_2 (11034), buf_4 (2043), clkbuf_16 (1402), nand2_1 (973)" \
    globalRoute.totalOverflow 0 \
    max_rail_drop_vdd_mv 0.000405 \
    synth.top_cells.by_area "edfxtp_1 (56%), mux4_2 (40%), clkbuf_1 (1.0%)" \
    hold_start "fmem2[95][11]" \
    synth_cell_type_count 98 \
    routedWlPerCell_um 44.0 \
    final-setup-viol-count 0 \
    timing.final.hold_violations 0 \
    post-synth-top-area-fraction 0.556 \
    synth.area.mux_share 0.402 \
    hold_path.class "reg -> reg" \
    r2r.worst_path.cells 9 \
    postSynth.topFlopCell "edfxtp_1" \
    fin_crit_sh 0.202 \
    first_global_vias 400725 \
    place.gp.congestion 0.983 \
    end_kind "flip-flop" \
    critical_path_peak_fanout 86 \
    yosys.area_share.simple 0.0140 \
    detailed_place.area_sq_mm 0.669 \
    layout_top_cell "edfxtp_1" \
    netlist_area_sq_mm 0.623 \
    number_of_core_rows 529 \
    asyncSetResetFlopFracSynth 0 \
    yosys.area_share.adder 0.000100 \
    dr.first_iter.drc_count 31036 \
    synth_sequential_area_ratio 0.559 \
    power_density_mw_per_mm2 0.359 \
    boundaryPins 138 \
    tritoncts.num_buffers 1380 \
    worstPathArrival_ns 1049.26 \
    dieHeight_um 1440 \
    r2r_setup_slack_ns 5179.27 \
    violations_in_the_final_reports "max-capacitance violations, max-slew violations" \
    finalWirelength_um 2580000 \
    cp.required_ns 5188.16 \
    clock-sinks 11628 \
    hold_path_depth 5 \
    maximum_number_of_pins_on_one_net_before_global_route_repair 122 \
    stdcell_area_sq_mm 0.715 \
    worst_r2r_endpoint "fmem1[12][10]" \
    crit_type "in -> reg" \
    routed-via-count 367805 \
    synth-cells-yosys 28257 \
    flip_flops_with_a_built_in_enable 11520 \
    critical-path-max-stage-delay_ns 0.91 \
    worst_setup_hold_path_clk_slew_ns 0.06 \
    clock_latency_reported_for_the_late_side_of_the_worst_skew_pair_ns 1.42 \
    drtAntennaViolNets 0 \
    die-area_sq_mm 2.08 \
    worstHoldEndpoint "data_01[11]" \
    synthesis.yosys.warnings 1 \
    status "finished, violations left" \
    hpwlAfterDp_um 1650000 \
    final.setup_skew_ns 0.180 \
    cts-htree-levels 7 \
    ctsLongestPathBuffers 6 \
    unrepaired_setup_endpoints_after_global_routing "no" \
    clock-root-buffer "clkbuf_16" \
    quantity_of_i_o_buffers_inserted_on_ports 137 \
    worst_path_dominant_cell_family "buffers and inverters" \
    tns_ns 0 \
    leakagePower_nw 214 \
    drv_cap 5 \
    critical_path_buf_inv_count 15 \
    yosys.area_share.aoi 0.00666 \
    critical-path-slowest-cell "buf_4" \
    synthCells 28257 \
    actual_transition_at_the_worst_max_transition_pin_ns 2.07 \
    worstReg2RegStart "fmem0[48][10]" \
    crit_path_frequent_cell "buf_4" \
    initial_utilization 0.300 \
    remaining_drc_errors 0 \
    firstDrtPassIters 8 \
    yosys-stat-area_sq_mm 0.623 \
    postCtsHoldBufs 0 \
    start_kind "input port" \
    grt_first_pass_wirelength_um 3450000 \
    relSlewSlack -0.385 \
]
## cells in the mapped netlist, types with 65 or more instances
cell type and number:
mux2i_1 128, edfxtp_1 11520, dfxtp_1 108, clkbuf_1 1651, o21ai_0 97, nor2_1 380, nand3_1 349, buf_2 244
mux4_2 11034, a21oi_1 104, nand2_1 991, mux2_2 65, o211ai_1 74, buf_1 864
## how the worst max path moves through the flow
stage                    from             to  slack [ns]  cells after the start
after CTS             addr[0]  fmem1[192][1]     4139.08                     20
after global routing  addr[0]  fmem1[208][1]     4138.06                     20
final                 addr[0]  fmem1[208][1]     4138.90                     20
## cells by family (layout without fill, tap and decap cells)
family                     Yosys count  in the layout
muxes                            11227          11227
adders and majority gates            5              5
DFF                              11628          11628
other                                0           1023
and+or+nand+nor                   2004           2004
xor gates and xnor gates            18             18
AOI/OAI and AO/OA                  577            577
buffers and inverters             2798           4682
## state kept, by name, indices dropped and copies added, names as in the netlist
name / cells
data_01: 12
data_00: 12
data_02: 12
data_21: 12
fmem2: 3840
fmem1: 3840
data_22: 12
data_11: 12
fmem0: 3840
data_12: 12
data_20: 12
data_10: 12
## area by class of cell
cell class              instances  area (sq um)
fillers                    187216       1360000
multi-input cells           13831        267000
diodes                       1023          2560
flip-flops and latches      11628        348000
well taps                   27612         34500
clock inverters               714          7280
inverters                      15          66.3
repair buffers               2287         18900
clock buffers                1666         36400
## per-layer routing
metal	vias up	track usage	share of wire
li1	133248	-	-
met5	-	0.157	0.013
met1	188408	0.213	0.24
met4	594	0.181	0.087
met2	38086	0.335	0.41
met3	7469	0.298	0.26
## tightest hold or removal path: stages, from the launching register on
cell      delay (ns)
edfxtp_1        0.37
mux4_2          0.24
mux4_2          0.24
mux4_2          0.23
nand2_1         0.07
a31oi_1         0.17
## report_power, final
group          switching [W]  internal [W]
Combinational      0.0000324     0.0000159
Sequential        0.00000161      0.000110
Clock              0.0000394     0.0000569
## metrics by stage
stage                     power (W)  worst slack (ns)  hold WS, ns  cells   util
final                      0.000257           4138.90         1.32  58776  0.345
after detailed placement   0.000160           4137.65         1.31  55370  0.323
after CTS                  0.000255           4139.08         1.33  57750  0.344
after global routing       0.000262           4138.06         1.39  58582  0.345
after global placement     0.000160           4137.83         1.30  55352  0.322
after floorplan            0.000140           4131.74        0.871  28257      -
Power is estimated from default activity; no workload was simulated.
